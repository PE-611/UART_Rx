==> ./design.v <==
module UART_Rx (input clk_Rx, Rx_in, 
					 output reg [7:0] data_out, 
					 output reg UART_clk,	 
					 output reg wr,				 
					 output reg [7:0] wr_addr,
					 output reg re
					 );
parameter Fclk = 100 * 1000000;			
parameter Fuart = 115200;								 	
parameter divider	= (Fclk / ((Fuart *2) - 1)); 		
initial wr <= 1'b1;
initial wr_addr <= 8'd113;          
initial re <= 1'b1;
initial data_out <= 8'b00000000;
initial UART_clk <= 1'b0;	
reg [12:0]	cnt;
initial cnt <= 1'b0;	
reg [12:0] cnt_st;
initial cnt_st <= 1'b0;
reg [20:0] cnt_res;
initial cnt_res <= 1'b0;
reg reset;
initial reset <= 1'b0;
reg Rx_enable;
initial Rx_enable <= 1'b0;
reg receive_flg;										
initial receive_flg <= 1'b0;
reg [4:0] bit_cnt;									
initial bit_cnt = 1'b0;
always @(posedge clk_Rx) begin
	if (Rx_in == 1'b0 && Rx_enable == 1'b0 && bit_cnt == 1'b0 && receive_flg <= 1'b0) begin  	 
		Rx_enable <= 1'b1;																						  	 
		wr <= 1'b0;
 	end
	if (Rx_enable == 1'b1) begin																					 
		cnt_st = cnt_st + 1'b1;																						 
		wr <= 1'b0;
	end
	if (cnt_st == (divider * 2)) begin																			 
		receive_flg <= 1'b1;																							 
		wr <= 1'b0;
	end
	if (receive_flg == 1'b1) begin																				 
		cnt <= cnt + 1'b1;																							 
		cnt_res <= cnt_res + 1'b1;																					 
		wr <= 1'b0;
	end
	if (cnt == divider) begin																						 
		cnt <= 1'b0;																									 
		UART_clk <= ~UART_clk;																						 
		wr <= 1'b0;
	end
	if (cnt_res == 20'd7000) begin																				 
		cnt_res <= 1'b0;																								 
		reset <= 1'b1;																									 
		wr <= 1'b0;
	end
	if (reset == 1'b1) begin																						 
		reset <= 1'b0;																									 
		Rx_enable <= 1'b0;																							 
		receive_flg <= 1'b0;																							 
		cnt <= 1'b0;																									 
		cnt_st <= 1'b0;																								 
		UART_clk <= 1'b0;																								 
		wr <= 1'b1;		
		wr_addr <= wr_addr - 1'b1;
	end
	if (wr_addr <= 1'b0) begin
		wr_addr <= 8'd113;
	end
end	
always @(posedge UART_clk) begin				 
			data_out <=  {data_out[7:0], Rx_in};
end
endmodule
==> ./run.sh <==
#!/bin/bash
# OpenROAD 26Q1-2900-gdf79404cd8, Yosys 0.63+post, stock flow scripts
make -C /OpenROAD-flow-scripts/flow DESIGN_CONFIG=/design/flow/config.mk WORK_HOME=/design/flow/orfs finish
==> ./config.mk <==
export PLATFORM = sky130hd
export DESIGN_NAME = UART_Rx
export DESIGN_NICKNAME = UART_Rx
export VERILOG_FILES = /design/flow/design.v
export SDC_FILE = /design/flow/constraint.sdc
export NUM_CORES = 4
export LEC_CHECK = 1
export CORE_UTILIZATION = 40
==> ./constraint.sdc <==
current_design UART_Rx

set clk_period 5.0
set clk_io_pct 0.2

create_clock -name clk0 -period $clk_period [get_ports {clk_Rx}]

set non_clock_inputs [all_inputs -no_clocks]
set_input_delay [expr $clk_period * $clk_io_pct] -clock clk0 $non_clock_inputs
set_output_delay [expr $clk_period * $clk_io_pct] -clock clk0 [all_outputs]
==> results.rst <==
Metrics
=======

.. list-table::
   :header-rows: 1

   * - Metric
     - Value
   * - Count of yosys warnings during synthesis
     - 1
   * - Number of cells on the worst hold path
     - 1
   * - Depth of the worst register-to-register path
     - 6
   * - Final Instance Area
     - 3416 um^2
   * - Placed cell count
     - 422
   * - Core box area
     - 6944 um^2
   * - Largest delay share family, worst path
     - buffers and inverters
   * - Global-route usage over all layers
     - 0.1481
   * - Met2 Track Usage GR
     - 0.2180
   * - Die height
     - 87.67 um
   * - CTS root buf
     - sky130_fd_sc_hd__clkbuf_8
   * - Number of post-CTS setup repair buffers
     - 0
   * - Count of cell instances traversed by the critical path
     - 1
   * - First DRT Iteration DRCs
     - 66
   * - Number of levels in the clock H-tree
     - 3
   * - Maximum clock frequency
     - about 430 MHz
   * - Cts bufs inserted
     - 9
   * - IR drop worst, VDD
     - approximately 0.15 mV
   * - FFs w/ async S/R, synth
     - 0
   * - Tally of filler cells in the layout
     - 646
   * - Count of TritonRoute iterations in the first routing pass
     - 4
   * - Dominant cell type by area after synthesis
     - sky130_fd_sc_hd__dfxtp_1
   * - Most crowded layer after global routing
     - met1
   * - Count of library flops with an enable pin
     - 0
   * - Leakage dissipation
     - 1.401 nW
   * - Predominant post-synthesis flop cell
     - sky130_fd_sc_hd__dfxtp_1
   * - Count of instantiated cells in the yosys netlist
     - 316
   * - Number of antenna violations at the first check in global routing
     - 0
   * - Vias after detailed routing
     - 2110
   * - Kind of capture point of the worst setup path
     - output port
   * - Cell Rows
     - 30
   * - Final count of pins violating max slew
     - 0
   * - Clk buf depth
     - 2
   * - Mapped cell area
     - 2935 um^2
   * - Number of synthesized register bits
     - 68
   * - # setup viols final
     - 0
   * - Die Outline Area
     - 7685 um^2
   * - Final Wtd Congestion
     - between 0.7 and 0.8
   * - Worst clock skew
     - 0.007332 ns
   * - Worst reg2reg setup slack
     - 2.96 ns
   * - Destination of the worst register-to-register timing path
     - wr
   * - Switching part of the total
     - 0.2579
   * - Vias in the first global route
     - 1971
   * - Vias per cell
     - 4.817
   * - Ordered cell list for the critical path
     - clkdlybuf4s50_1
   * - P&R area growth vs syn
     - 16.37%
   * - Max FO, Critical Path
     - 10
   * - Total length of routed wires
     - 5028 um
   * - Global-route wire length before repair
     - 8859 um
   * - Sw power
     - between 0.0002 and 0.0003 W
   * - Worst Min Path Start
     - cnt_res[20]
   * - Total negative slack for setup checks
     - 0 ns
   * - Setup repair after global routing missed its margin
     - false
   * - Sequential fraction of the synthesis area
     - 0.4638
   * - Remaining antenna violation count after routing
     - 0
   * - Endpoints left unconstrained
     - 16
   * - Total buffers and inverters traversed by the critical path
     - 1
   * - Sequential Power Share
     - 0.489
   * - Cell Area, Placed
     - 3198 um^2
   * - Fraction of final layout cells sized beyond drive strength 1
     - 0.08187
   * - Met1 track demand over resource
     - 0.2324
   * - Critical path data required time
     - 4.00 ns
   * - Global routing met3 resource utilization
     - 0.04103
   * - Result of the run
     - finished clean
   * - Floorplan-stage core utilization
     - 0.4227
   * - Number of unique standard cell types used by synthesis
     - 49
   * - Internal power consumption
     - 0.0008614 W
   * - Mean routed wirelength per cell
     - 11.48 um
   * - I/O Buffers
     - 19
   * - Top post-synthesis cells by area
     - sky130_fd_sc_hd__dfxtp_1 46%, sky130_fd_sc_hd__xor2_1 8.1%, sky130_fd_sc_hd__nor2_1 6.1%
   * - Final min period
     - 2.327 ns
   * - Post-layout instance count excluding filler cells
     - between 400 and 500
   * - Tool Warnings
     - 28
   * - Post-layout period usage of the worst path
     - 0.4653
   * - # IOs
     - 21
   * - Endpoint of the worst hold path
     - cnt_res[20]
   * - TritonCTS clock tree
     - built
   * - Worst r2r src
     - cnt_st[0]
   * - Comb power frac
     - 0.099
   * - Slew margin rel.
     - 0.5091
   * - Chip area in the Yosys report
     - 2935 um^2
   * - Arrival time of the worst setup path
     - 1.33 ns
   * - CP Class
     - reg2out
   * - Ant diodes
     - 0
   * - Worst Hold Slack
     - 0.4610 ns
   * - Half-perimeter wire length after placement
     - 3448 um
   * - Final hold vios
     - 0
   * - Register pins left without a clock
     - 8
   * - Cell count after synthesis
     - around 320
   * - Clock input transition at the sequential cells of the worst setup and hold paths
     - ~0.070 ns
   * - Number of max-cap violations
     - 0
   * - Worst hold path type
     - reg2reg
   * - Post-CTS Resized
     - 0
   * - Power Density
     - 339.8 nW/um^2
   * - Late-Pin Clk Latency
     - 0.33 ns
   * - Part of the power in the clock network
     - 0.412
   * - Pin count of the biggest net entering global routing
     - 20
   * - Largest type area fraction
     - 0.4638
   * - Critical path's slowest cell
     - sky130_fd_sc_hd__clkdlybuf4s50_1
   * - Biggest cell delay along the critical path
     - 0.52 ns
   * - Measured slew at the worst slew-check pin
     - 0.7260 ns
   * - Die W
     - ~88 um
   * - Total DRC errors in the routed layout
     - 0
   * - GR Overflow Total
     - 0
   * - Total of hold buffers inserted after clock tree synthesis
     - 0
   * - Critical path launch point type
     - flop
   * - Overall Power
     - around 0.0012 W
   * - Mapped Avg Cell Area
     - between 9 and 10 um^2
Yosys cell counts, types with 2 or more instances:
master / n
sky130_fd_sc_hd__a211oi_1: 2
sky130_fd_sc_hd__a21oi_1: 5
sky130_fd_sc_hd__and3_1: 8
sky130_fd_sc_hd__and4_1: 4
sky130_fd_sc_hd__buf_1: 2
sky130_fd_sc_hd__buf_4: 2
sky130_fd_sc_hd__clkbuf_1: 3
sky130_fd_sc_hd__dfxtp_1: 68
sky130_fd_sc_hd__ha_1: 7
sky130_fd_sc_hd__inv_1: 11
sky130_fd_sc_hd__mux2i_1: 2
sky130_fd_sc_hd__nand2_1: 25
sky130_fd_sc_hd__nand3_1: 13
sky130_fd_sc_hd__nand4_1: 11
sky130_fd_sc_hd__nor2_1: 48
sky130_fd_sc_hd__nor3_1: 7
sky130_fd_sc_hd__nor3_2: 3
sky130_fd_sc_hd__nor3b_1: 2
sky130_fd_sc_hd__nor4_1: 4
sky130_fd_sc_hd__nor4b_1: 5
sky130_fd_sc_hd__o21ai_0: 6
sky130_fd_sc_hd__or3_1: 5
sky130_fd_sc_hd__or3_4: 2
sky130_fd_sc_hd__xnor2_1: 20
sky130_fd_sc_hd__xor2_1: 27
how the worst max path moves through the flow:
stage	from	end	slack, ns
4_1_cts	UART_clk	UART_clk	2.62
6_report	UART_clk	UART_clk	2.67
5_1_grt	UART_clk	UART_clk	2.58
kinds of logic after synthesis:
group                    count (synthesis)  synth area share
AND/OR/NAND/NOR                        148            0.2766
flip-flops                              68            0.4638
XOR/XNOR                                47            0.1402
AND-OR/OR-AND                           22           0.04860
buffers and inverters                   21           0.03282
adder cells (fa/ha/maj)                  7           0.02984
multiplexers                             2          0.006820
other                                    1          0.001278
power by group through the flow:
stage / clock network, W / registers, W / logic (W)
finish: 0.000478 / 0.000568 / 0.000115
global route: 0.000516 / 0.000573 / 0.000134
CTS: 0.000493 / 0.000567 / 0.000116
layout by cell type, fill, tap and decap left out, types with 5 or more instances in the layout:
master / instances
sky130_fd_sc_hd__nor4b_1: 5
sky130_fd_sc_hd__xor2_1: 27
sky130_fd_sc_hd__clkdlybuf4s50_1: 19
sky130_fd_sc_hd__or3_1: 5
sky130_fd_sc_hd__inv_1: 11
sky130_fd_sc_hd__a21oi_1: 5
sky130_fd_sc_hd__dfxtp_1: 68
sky130_fd_sc_hd__clkbuf_8: 10
sky130_fd_sc_hd__nand2_1: 25
sky130_fd_sc_hd__nor2_1: 48
sky130_fd_sc_hd__nor3_1: 7
sky130_fd_sc_hd__and3_1: 8
sky130_fd_sc_hd__xnor2_1: 20
sky130_fd_sc_hd__nand4_1: 11
sky130_fd_sc_hd__o21ai_0: 6
sky130_fd_sc_hd__nand3_1: 13
sky130_fd_sc_hd__ha_1: 7
state kept, by name, indices dropped and copies added, names as in the netlist:
register,count
Rx_enable,1
UART_clk,1
cnt,13
cnt_res,21
cnt_st,13
data_out,8
receive_flg,1
reset,1
wr,1
wr_addr,8
area by class of cell:
cell class                      count  area, um^2  area share
Timing Repair Buffer               20       197.7     0.05788
Multi-Input combinational cell    227        1478      0.4326
Sequential cell                    68        1361      0.3985
Tap cell                           96       120.1     0.03516
Clock buffer                       12       145.1     0.04249
Clock inverter                      4       72.57     0.02125
Inverter                           11       41.29     0.01209
through the flow:
step,util,setup WS [ns]
2_1_floorplan,-,3.205
3_3_place_gp,0.4605,2.969
3_5_place_dp,0.4605,2.953
4_1_cts,0.4919,2.621
5_1_grt,0.4919,2.581
6_report,0.4919,2.673
metal layers:
metal,wire (um),vias to the layer above
li1,-,1115
met1,2779,961
met2,1984,29
met3,217,5
met4,46,0
met5,0,-
Power is estimated from default activity; no workload was simulated.
